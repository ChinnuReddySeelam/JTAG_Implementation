==> flow/design.v <==
`timescale 1ns / 1ps
module bsc(
        input pin,sdr,sin,clk_dr,up_dr,mode,
        output sout,
        output reg pout);
        reg w1,w2,w3;
        always @(*) begin
        case(sdr)
        0 : w1 = pin;
        1 : w1 = sin;
        default : begin end
        endcase
        end
        always @(*) begin
        case(mode)
        0 : pout = pin;
        1 : pout = w3;
        default : begin end
        endcase
        end
        always @(posedge clk_dr) begin
        w2 <= w1;
        end
        always @(posedge up_dr) begin
        w3 <= w2;
        end
        assign sout = w2;
endmodule
`timescale 1ns / 1ps
module counter1(
input rst,clk,en,udbar,
output reg [3:0] cnt);
        always@(posedge clk) begin
        if(rst) cnt<=0;
        else begin
        if(en) begin
        if(udbar) cnt<=cnt+1;
        else cnt<=cnt-1;
        end
        end
        end
endmodule
`timescale 1ns / 1ps
module top_module(
        input pin1,pin2,pin3,clk,sdr,clk_dr,up_dr,mode,sin1,
        output pout1,pout2,pout3,pout4,sout1
        );
        wire rst,udbar,en;
        wire [3:0] cnt;
        wire sin2,sin3,sin4,sin5,sin6,sin7;
        counter1 counter_jtag(rst,clk,en,udbar,cnt);
        bsc bsc1(pin1,sdr,sin1,clk_dr,up_dr,mode,sin2,rst);
        bsc bsc2(pin2,sdr,sin2,clk_dr,up_dr,mode,sin3,en);
        bsc bsc3(pin3,sdr,sin3,clk_dr,up_dr,mode,sin4,udbar);
        bsc bsc4(cnt[0],sdr,sin4,clk_dr,up_dr,mode,sin5,pout1);
        bsc bsc5(cnt[1],sdr,sin5,clk_dr,up_dr,mode,sin6,pout2);
        bsc bsc6(cnt[2],sdr,sin6,clk_dr,up_dr,mode,sin7,pout3);
        bsc bsc7(cnt[3],sdr,sin7,clk_dr,up_dr,mode,sout1,pout4);
endmodule
==> flow/run.sh <==
#!/bin/bash
# OpenROAD 26Q1-2900-gdf79404cd8, Yosys 0.63+post, stock flow scripts
make -C /OpenROAD-flow-scripts/flow DESIGN_CONFIG=/design/flow/config.mk WORK_HOME=/design/flow/orfs finish
==> flow/config.mk <==
export PLATFORM = sky130hd
export DESIGN_NAME = top_module
export DESIGN_NICKNAME = top_module
export VERILOG_FILES = /design/flow/design.v
export SDC_FILE = /design/flow/constraint.sdc
export NUM_CORES = 4
export LEC_CHECK = 1
export CORE_AREA = 10 10 71 71
export DIE_AREA = 0 0 81 81
==> flow/constraint.sdc <==
current_design top_module

set clk_period 3.2
set clk_io_pct 0.2

create_clock -name clk0 -period $clk_period [get_ports {clk}]
create_clock -name clk1 -period $clk_period [get_ports {clk_dr}]
create_clock -name clk2 -period $clk_period [get_ports {up_dr}]

set non_clock_inputs [all_inputs -no_clocks]
set_input_delay [expr $clk_period * $clk_io_pct] -clock clk0 $non_clock_inputs
set_output_delay [expr $clk_period * $clk_io_pct] -clock clk0 [all_outputs]
==> out/results.txt <==
# rows = 22
Synth area leader = dfxtp_1
clock share of power = 0.451
combinational group share of total power = 0.166
synthesized area per cell = 12.5 sq um
initial DRC count = 25
Synth flops = 18
Worst Clk Skew = 4.16 ps
CTS tree = done
RSZ-0062 raised after global routing = false
Syn Std Cell Area = 701 sq um
CP cell instances = clkdlybuf4s50_1 > buf_4 > mux2_2 > clkdlybuf4s50_1
hold endpoint = bsc3.w3$_DFF_P_
Lkg Pwr = 0.390 nW
DRT antenna net count = 0
tool warnings = 26
delay of the slowest critical-path stage = 600 ps
clk slew on worst S/H paths = 40 ps
Flop pwr share = 0.383
CTS Sinks = 18
initial antenna violation count = 0
share of layout cells above drive strength 1 = 0.299
maximum fanout along the worst path = 5
Hold Path Depth = 0
Worst R2R End = counter_jtag.cnt[3]$_SDFFE_PP0P_
first-pass GRT wire length = 2.30 mm
first-pass detailed-route iteration total = 4
CP Buf/Inv Count = 3
switching power total = 0.169 mW
FF-to-FF setup slack = 1410 ps
Top area cell types = dfxtp_1 (51%), mux2_2 (16%), mux2i_4 (6.4%)
Placer Congestion = 0.751
Yosys Instances = 56
TNS Setup = 0 ps
DP HPWL = 1.04 mm
DRC = 0
die area = 0.00656 sq mm
CP Launch Type = primary input
die extent in x = 81 microns
Ports = 14
largest net degree at the start of global routing = 9
global-route usage over all layers = 0.0464
Setup Fix Bufs, Post-CTS = 0
Worst EP arrival = 2190 ps
status = complete, no violations
crit path DRT = 2560 ps
CTS resizes = 0
synth warn = 2
worst-margin pin slew = 342 ps
Slew Limit Fails = 0
Worst Hold Launch = bsc3.w2$_DFF_P_
critical path's slowest cell = clkdlybuf4s50_1
crit end category = output port
P_int = 0.602 mW
total power = 0.770 mW
kind of critical path = in -> out
Die Y = 81 microns
CP delay by family, top = buffers and inverters
Area leader share = 0.514
Cell Type Count = 20
switch share = 0.219
vias in the first global route = 532
port bufs = 11
Area growth, synth to finish = 42.0%
Core Region = 0.00363 sq mm
max_slew headroom = 0.772
HP Class = reg -> reg
reg2reg path depth = 6
total global routing overflow = 0
Via density = 3.79
cells after synthesis = 56
MaxCap Viol Count = 0
FP Core Util = 0.193
sequential fraction of the synthesis area = 0.514
PwrDens = 775 mW/mm^2
final WL = 1.37 mm
post-cts hold buffer count = 0
largest vdd supply drop = 0.000227 V
worst r2r src = bsc3.w3$_DFF_P_
vias = 474
Hold Fails Final Rpt = 0
Most common cell on crit path = clkdlybuf4s50_1
fillers = 378
Setup Viol. Count Final = 0
Ant. Diodes = 0
drt wl/cell = 10.9 microns
yosys synthesis chip area = 701 sq um
==> worst reg2reg max path, delay by kind of cell (launching register included) <==
kind,cells,cell delay (ps)
mux,2,540
fa+ha+maj,1,310
flops,1,310
compound gates,3,500
==> stage by stage <==
stage               setup slack [ps]  cell area, sq um  hold slack, ps  utilization  std cells
global placement                 394               863             330        0.238        114
floorplan                        990               701             310            -         56
detailed placement               350               863             336        0.238        114
CTS                              355               995             345        0.274        125
global route                     302               995             351        0.274        125
finish                           374               995             342        0.274        125
==> layout by cell type, fill, tap and decap left out, drive strengths merged <==
| master | n |
|---|---|
| o21ai | 2 |
| dfxtp | 18 |
| mux2 | 11 |
| a211oi | 1 |
| inv | 1 |
| a21oi | 2 |
| nand3 | 1 |
| clkbuf | 11 |
| nor2 | 6 |
| a31oi | 1 |
| nor2b | 1 |
| xor2 | 1 |
| clkdlybuf4s50 | 11 |
| fa | 1 |
| buf | 1 |
| ha | 2 |
| mux2i | 3 |
| nand2 | 2 |
| xnor2 | 1 |
==> power by group through the flow <==
stage,registers [mW],clock network [mW],logic (mW)
after CTS,0.296,0.359,0.131
after global routing,0.301,0.375,0.146
final,0.295,0.347,0.128
==> metal layers <==
layer | up-vias | wire length [microns] | GRT usage
li1 | 235 | - | -
met1 | 215 | 533 | 0.0461
met2 | 16 | 622 | 0.0701
met3 | 8 | 140 | 0.0323
met4 | 0 | 70 | 0.0277
met5 | - | 0 | 0
==> sequential cells by signal (all words and copies together) (netlist names) <==
signal            cells
counter_jtag.cnt      4
bsc3.w2               1
bsc7.w3               1
bsc4.w2               1
bsc1.w2               1
bsc3.w3               1
bsc5.w3               1
bsc5.w2               1
bsc4.w3               1
bsc2.w2               1
bsc1.w3               1
bsc2.w3               1
bsc6.w3               1
bsc6.w2               1
bsc7.w2               1
==> area by class of cell <==
type                            count  area [sq um]  share of cell area
Multi-Input combinational cell     35           322               0.323
Timing Repair Buffer               12           118               0.118
Tap cell                           48          60.1              0.0604
Clock buffer                       11           131               0.132
Inverter                            1          3.75             0.00377
Sequential cell                    18           360               0.362
==> how the worst max path moves through the flow <==
stage     cells past startpoint  endpoint  from
4_1_cts                       4     pout2  mode
5_1_grt                       4     pout3  mode
6_report                      4     pout2  mode
==> synth_stat cells <==
library cell / count
mux2_1: 1
nand2_1: 2
clkbuf_1: 1
nor2_1: 6
fa_1: 1
mux2i_4: 2
nor2b_1: 1
dfxtp_1: 18
xor2_1: 1
inv_1: 1
mux2i_1: 1
xnor2_1: 1
mux2_2: 10
o21ai_0: 2
nand3_1: 1
a31oi_1: 1
a211oi_2: 1
a21oi_1: 2
ha_1: 2
buf_6: 1
==> logic make-up (layout without fill, tap and decap cells) <==
kind of cell / after synthesis / after routing / synth area share
DFF: 18 / 18 / 0.514
muxes: 14 / 14 / 0.255
and+or+nand+nor: 10 / 10 / 0.0589
AOI/OAI and AO/OA: 6 / 6 / 0.0554
adders and majority gates: 3 / 3 / 0.0643
buffers and inverters: 3 / 24 / 0.0268
xor gates and xnor gates: 2 / 2 / 0.0250
Power and IR drop assume default switching activity.
